==> /design/flow/config.mk <==
export PLATFORM = sky130hd
export DESIGN_NAME = controller_RTL
export DESIGN_NICKNAME = controller_RTL
export VERILOG_FILES = /design/flow/design.v
export SDC_FILE = /design/flow/constraint.sdc
export NUM_CORES = 4
export LEC_CHECK = 1
export CORE_AREA = 10 10 70 70
export DIE_AREA = 0 0 80 80
==> /design/flow/constraint.sdc <==
current_design controller_RTL

set clk_period 1.0
set clk_io_pct 0.2

create_clock -name clk0 -period $clk_period [get_ports {clock}]

set non_clock_inputs [all_inputs -no_clocks]
set_input_delay [expr $clk_period * $clk_io_pct] -clock clk0 $non_clock_inputs
set_output_delay [expr $clk_period * $clk_io_pct] -clock clk0 [all_outputs]
==> /design/flow/design.v <==
module controller_RTL (s, clock, reset_b, load_A, rightshift_A, result_zero, incr_result, done, z, a0); 
	output logic load_A, rightshift_A, result_zero, incr_result, done; 
	input logic s, clock, reset_b, z, a0; 
	logic [1: 0] present_state, next_state; 
	parameter s1 = 2'b00, s2 = 2'b01, s3 = 2'b11;  
	always_ff @(posedge clock) begin 
		if (reset_b) present_state <= s1; 
		else present_state <= next_state; 
	end
	always_comb begin 
		case (present_state) 
			s1: begin
				if (s) next_state = s2; 
				else next_state = s1; 
			end
			s2: begin
				if(z) next_state = s3;
				else next_state = s2; 
			end
			s3: begin
				if (s) next_state = s3; 
				else next_state = s1; 
			end
			default: next_state = s1; 
		endcase 
	end 
	assign load_A = (present_state == s1) && ~s;
	assign result_zero = (present_state == s1);
	assign rightshift_A = (present_state == s2) && ~z;
	assign incr_result = a0 && ~z && (present_state == s2);
	assign done = (present_state == s3);
endmodule 
==> /design/flow/run.sh <==
#!/bin/bash
# OpenROAD 26Q1-2900-gdf79404cd8, Yosys 0.63+post, stock flow scripts
make -C /OpenROAD-flow-scripts/flow DESIGN_CONFIG=/design/flow/config.mk WORK_HOME=/design/flow/orfs finish
==> impl_metrics.csv <==
group,metric,value,unit
drt,antenna_cells,0,
run,warnings,27,
placement,place_ws,-637,ps
layout,largest_reg_flops,3,
layout,utilization,0.109,
placement,routabilityCongestion,0.684,
layout,area_growth,206,%
floorplan,die_area,6400,um^2
floorplan,initial_utilization,0.0355,
clocking,cts_root_buf,"clkbuf_4",
clocking,clk_latency,240,ps
timing,tightest_slew,155,ps
yosys,top_cell_area_share,0.495,
timing,setup_ws,-101,ps
yosys,top_cells_by_area,"dfxtp_1, nand2b_4, a22oi_1, nor2_1, o21bai_1",
yosys,avgSynthCellArea,9.34,um^2
global_route,gr-usage-all-layers,0.0185,
timing,rsz0062_at_grt,"yes",
yosys,top_area_cell,"dfxtp_1",
drt,antenna_left,0,
layout,final_layout_size_suffix_gt1_frac,0.629,
timing,hold_viol,0,
critical_path,regToRegSetupSlack,110,ps
layout,largestRegisters,"present_state (3)",
floorplan,die_h,80,um
critical_path,critPathKind,"reg -> out",
yosys,async_reset_ff_frac,0,
yosys,syn_inst,13,
drt,routed_wl,612,um
clocking,cts_sinks,3,
yosys,synth_warnings,1,
global_route,antenna_found_initial,0,
drt,drtIter0Drc,5,
drt,drt_first_pass_iters,4,
yosys,numSynthFlops,3,
layout,regMostFlops,"present_state",
critical_path,crit_family,"flip-flops",
power_and_ir_drop,leakage,0.000170,uW
drt,vias_per_cell,2.09,
run_status,violations,"negative setup slack",
power_and_ir_drop,vdd_drop_max,0.216,mV
run_status,status,"complete, but fails checks",
timing,timing.slew.headroom,0.897,
clocking,clk_pin_slew,40,ps
yosys,edf_count,0,
global_route,grt_max_degree,4,
yosys,seq_area_frac_synth,0.495,
timing,skew,1.89,ps
yosys,synthFlopType,"dfxtp_1",
yosys,synth_top_cell_by_count,"dfxtp_1",
critical_path,cpPeakStageDelay,330,ps
timing,slew_violations,0,
placement,dp.cells,72,
critical_path,critPathLaunchType,"flip-flop",
placement,dpl-instance-area,299,um^2
critical_path,crit_arrival,900,ps
placement,numPortBuffers,9,
power_and_ir_drop,powerDensity,1190,nW/um^2
critical_path,crit_fanout,2,
placement,hpwl,467,um
floorplan,coreArea,3420,um^2
drt,post_drt_wl_per_cell,7.56,um
timing,fin_crit_sh,1.10,
global_route,grt_pass1_wl,821,um
critical_path,cp_num_buf_inv,2,
clocking,htree_levels,1,
critical_path,crit_path_end_kind,"primary output",
timing,fin_crit,1100,ps
floorplan,ios,10,
floorplan,row_count,21,
yosys,top_cells_by_count,"dfxtp_1, nor2_1",
run,cap_violations,0,
layout,design_area,372,um^2
global_route,first_global_vias,166,
timing,setup_violations,3,
drt,drcViolationCount,0,
yosys,synth_area,121,um^2
yosys,yosysCellCount,13,
floorplan,die_w,80,um
clocking,cts_tree,"done",
drt,vias,169,
critical_path,cp_slowest_cell,"dfxtp_2",
yosys,ys_types,10,
layout,fin_cells,81,
clocking,cts_buffers,3,
critical_path,worstPathCellList,"nand2b_4 > inv_2 > and2_1 > buf_2",
critical_path,cp_data_required_time,800,ps
yosys,yosys-stat-area,121,um^2
timing,max_freq,0.908,GHz
clocking,cts_buffer_depth,2,
global_route,gr-total-overflow,0,
hold_path,hold_class,"in -> reg",
timing,whs,381,ps
-- where the power goes --
| group | internal (uW) | switching (uW) |
|---|---|---|
| Combinational | 63.1 | 24.2 |
| Clock | 150 | 70.9 |
| Sequential | 129 | 5.98 |
-- worst paths after layout --
check | startpoint | endpoint | cells after the start
worst max-delay path | present_state[1]$_DFF_P_ | incr_result | 4
worst min register to register | present_state[1]$_DFF_P_ | present_state[2]$_DFF_P_ | 2
worst min-delay path | z | present_state[2]$_DFF_P_ | 3
worst max register to register | present_state[0]$_DFF_P_ | present_state[1]$_DFF_P_ | 5
-- routing by layer --
metal / track usage / vias to the layer above / share of wire
met2: 0.0209 / 10 / 0.35
li1: - / 85 / -
met5: 0 / - / 0
met3: 0.0216 / 2 / 0.14
met1: 0.0206 / 72 / 0.48
met4: 0.00704 / 0 / 0.026
-- logic make-up (layout without fill, tap and decap cells) --
group	after synthesis	count (layout)	synth area share
and+or+nand+nor	6	6	0.309
AOI/OAI and AO/OA	3	3	0.165
buffers and inverters	1	23	0.0309
DFF	3	3	0.495
-- repair_timing --
item / in CTS / in global routing
gates cloned: 0 / 0
resized: 19 / 7
setup endpoints to repair: 5 / 5
pin swaps: 0 / 1
hold buffers: 0 / 0
setup buffers: 3 / 2
-- cells in the final DEF, fill, tap and decap left out, drive strengths merged, types with 2 or more instances in the layout --
cell           count
clkdlybuf4s50      2
clkbuf             4
buf               13
dlygate4sd2        2
dfxtp              3
nor2               2
-- stage by stage --
stage	TNS (ps)	total power, uW
finish	-265	444
floorplan	0	148
CTS	-391	437
detailed placement	-1960	203
global route	-361	473
global placement	-1920	202
-- final cells by class --
| cell class | count | area [um^2] |
|---|---|---|
| multi-input cells | 9 | 65.1 |
| well taps | 46 | 57.6 |
| clock buffers | 4 | 26.3 |
| inverters | 1 | 3.75 |
| fillers | 401 | 3040 |
| flip-flops and latches | 3 | 63.8 |
| repair buffers | 18 | 155 |
-- worst reg2reg max path, stage by stage (launching register included) --
cell	delay [ps]
dfxtp_2	320
buf_6	110
buf_4	120
buf_4	120
nand2_1	50
a21oi_1	50
Power is estimated from default activity; no workload was simulated.
