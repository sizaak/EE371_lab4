**/design/flow/run.sh**
```bash
#!/bin/bash
# OpenROAD 26Q1-2900-gdf79404cd8, Yosys 0.63+post, stock flow scripts
make -C /OpenROAD-flow-scripts/flow DESIGN_CONFIG=/design/flow/config.mk WORK_HOME=/design/flow/orfs finish
```
**/design/flow/constraint.sdc**
```tcl
current_design Datapath_RTL

set clk_period 2.5
set clk_io_pct 0.2

create_clock -name clk0 -period $clk_period [get_ports {clock}]

set non_clock_inputs [all_inputs -no_clocks]
set_input_delay [expr $clk_period * $clk_io_pct] -clock clk0 $non_clock_inputs
set_output_delay [expr $clk_period * $clk_io_pct] -clock clk0 [all_outputs]
```
**/design/flow/config.mk**
```make
export PLATFORM = sky130hd
export DESIGN_NAME = Datapath_RTL
export DESIGN_NICKNAME = Datapath_RTL
export VERILOG_FILES = /design/flow/design.v
export SDC_FILE = /design/flow/constraint.sdc
export NUM_CORES = 4
export LEC_CHECK = 1
export CORE_AREA = 10 10 70 70
export DIE_AREA = 0 0 80 80
```
**/design/flow/design.v**
```verilog
module Datapath_RTL (data_A, reset_b, result, clock, load_A, rightshift_A, result_zero, incr_result, z, a0); 
	input logic [7:0] data_A;
	input logic clock, reset_b, load_A, rightshift_A, result_zero, incr_result;
	output logic [3:0] result;
	output logic z, a0;
	logic [7:0] A_reg;
	logic [3:0] B_reg;
	always_ff @(posedge clock) begin
		if(reset_b || result_zero)
			B_reg <= 0;
		else if(incr_result)
			B_reg <= B_reg + 4'b0001;
		if(reset_b || load_A) A_reg <= data_A;
		else if(rightshift_A) A_reg <= (A_reg >> 1);
	end
	assign result = B_reg;
	assign z = (A_reg == 0);
	assign a0 = A_reg[0];
endmodule
```
==> results.toml <==
# flow metrics
[synthesis]
area_leaders = "edfxtp_1 (45%), mux2_2 (17%), dfxtp_1 (15%)"
syn_area_per_cell_um2 = 14.19
syn_inst = 38
ys_ff = 12
ys_seq_share = 0.5940
yosys_area_um2 = 539.3
ys_warn_count = 1
ys_cells = 38
ys_types = 18
yosysTopAreaCell = "edfxtp_1"
synthDominantCellAreaShare = 0.4455
synth_area_um2 = 539.3

[global_route]
grt_max_degree = 9
grt.overflow.total = 0
first_global_vias = 411
grt_usage = 0.03612
antenna_found_initial = 0
grt_pass1_wl_um = 1835

[clocking]
clock_sinks = 12
worstSkewPairLatency_ns = 0.26
cts_setup_buffers = 0
post_cts_resized = 0
clockBufferDepth = 2
cts_tree = "done"
htreeDepth = 1
clk_pin_slew_ns = 0.07
ctsHoldBuffers = 0
cts-buffers-inserted = 3
root_buffer = "clkbuf_4"

[floorplanning]
ios = 20
fp.coreArea_mm2 = 0.003416
initCoreUtil = 0.1579
die_h_um = 80
die_x_um = 80
dieArea_mm2 = 0.006400
core.rowCount = 21

[routing]
wirelength_um = 1143
vias_per_cell = 3.505
initialDrtViolationCount = 13
ant_nets = 0
drc = 0
first_pass_iters = 3
routed-via-count = 375
antenna-diode-count = 0
post_drt_wl_per_cell_um = 10.68

[final_timing]
setup_viol = 0
finalHoldViolations = 0
maxSlewViolCount = 0
fmax_ghz = 0.4448
min_period_over_period = 0.8993
fin_tns_setup_ns = 0
fin_skew_ns = 0.0003202
rsz0062_at_grt = "false"
min_period_ns = 2.248
slew_headroom = 0.7849
worst-slew-pin-transition_ns = 0.3227

[final_layout]
drive_above_1_share = 0.2295
syn_to_final_growth_pct = 50.81
instances_no_fill = 107
nFillCells = 373
largest_reg_flops = 8

[power_and_ir_drop]
total_power_uw = 405.5
ir_worst_vdd_mv = 0.2771
p_sw_uw = 83.36
sw_frac_of_total = 0.2056
pwr_density_cell_mw_per_mm2 = 498.6
combPwrFrac = 0.127
internal_power_uw = 322.1
power_frac_clock = 0.292
seqPwrFrac = 0.581
p_leak_nw = 0.2755

[critical_path]
worstPathArrival_ns = 1.75
end_kind = "output pin"
required_ns = 2.00
critPathMaxFanout = 2
cp_num_buf_inv = 1
worstSetupPathType = "reg2out"
worstSetupStartpoint = "A_reg[1]"
critical_path.top_delay_family = "simple AND/OR/NAND/NOR gates"
cpPeakStageDelay_ns = 0.53
cpMaxStageDelayCell = "or4_1"
worstReg2RegStart = "B_reg[0]"
crit_chain = "or4_1 -> nor2_1 -> clkdlybuf4s50_1"
start_kind = "flip-flop"

[placement]
io_buffers = 19
dp.cells = 103
place_congestion = 0.7171

[hold_path]
hold_path.class = "reg2reg"
holdCritStartpoint = "B_reg[1]"

[run]
max_cap_violations = 0
tool_warnings = 25

[outcome]
outcome = "completed"
-- worst paths after layout --
kind / endpoint / slack (ns) / cells after the start
max: z / 0.25 / 3
min: B_reg[1] / 0.56 / 2
max reg2reg: B_reg[2] / 1.55 / 3
min reg2reg: B_reg[1] / 0.56 / 2
-- kinds of logic after synthesis --
family | count (synthesis) | share of synthesized area
AND-OR/OR-AND | 2 | 0.02783
adder cells (fa/ha/maj) | 1 | 0.02320
multiplexers | 9 | 0.1856
flip-flops | 12 | 0.5940
AND/OR/NAND/NOR | 13 | 0.1532
XOR/XNOR | 1 | 0.01624
-- synthesized netlist by cell type --
library cell	number
nand4_1	1
nor3b_1	1
nor2b_1	1
nor2_1	3
or2_2	1
edfxtp_1	8
nor3_1	1
or3_1	1
mux2i_1	1
dfxtp_1	4
ha_1	1
nor2_4	1
nand3b_1	1
or4_1	2
a21oi_1	1
mux2_2	8
xnor2_1	1
a21bo_2	1
-- per-stage QoR --
stage,instance area [um^2],utilization,setup WS (ns),hold WS [ns]
2_1_floorplan,539.3,-,1.078,0.4875
3_3_place_gp,787.0,0.2304,0.5506,0.5356
3_5_place_dp,787.0,0.2304,0.5266,0.5461
4_1_cts,813.3,0.2381,0.2215,0.5701
5_1_grt,813.3,0.2381,0.1632,0.6021
6_report,813.3,0.2381,0.2517,0.5640
-- power groups by stage --
stage | clock [mW] | combinational [mW] | sequential (mW)
finish | 0.119 | 0.0513 | 0.236
CTS | 0.126 | 0.0526 | 0.236
global route | 0.138 | 0.0564 | 0.237
-- cell type report --
class | instances | area, um^2 | share of cell area
Multi-Input combinational cell | 26 | 219.0 | 0.2692
Clock inverter | 1 | 3.754 | 0.004615
Timing Repair Buffer | 19 | 190.2 | 0.2338
Clock buffer | 3 | 22.52 | 0.02769
Tap cell | 46 | 57.56 | 0.07077
Sequential cell | 12 | 320.3 | 0.3938
-- cell usage in the layout, fill, tap and decap left out --
cell             instances
edfxtp_1                 8
or4_1                    2
clkdlybuf4s50_1         19
nor2b_1                  1
a21bo_2                  1
nor2_1                   3
clkbuf_4                 3
nor3_1                   1
nor3b_1                  1
nor2_4                   1
nand3b_1                 1
mux2_2                   8
clkinv_1                 1
ha_1                     1
a21oi_1                  1
or3_1                    1
nand4_1                  1
or2_2                    1
dfxtp_1                  4
xnor2_1                  1
mux2i_1                  1
-- metal layers --
metal | vias up | wire (um) | part of all wire | track usage
li1 | 192 | - | - | -
met4 | 0 | 0 | 0 | 0.003521
met5 | - | 0 | 0 | 0
met3 | 0 | 189 | 0.17 | 0.02955
met1 | 167 | 454 | 0.40 | 0.04207
met2 | 16 | 499 | 0.44 | 0.05217
-- worst reg2reg max path, delay by kind of cell, from the launching register on --
family / cells / cell delay [ns]
adders and majority gates: 1 / 0.23
DFF: 1 / 0.35
AOI/OAI and AO/OA: 2 / 0.32
No activity file was given, so power comes from the tool's default toggle rates.
