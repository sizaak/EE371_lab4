==> ./design.v <==
module seg7 (hex, leds);
 input logic [3:0] hex;
 output logic [0:6] leds;
 always_comb begin
	 case (hex)
		4'h0: leds = 7'b1000000;  
		4'h1: leds = 7'b1111001;  
		4'h2: leds = 7'b0100100;  
		4'h3: leds = 7'b0110000;  
		4'h4: leds = 7'b0011001;  
		4'h5: leds = 7'b0010010;  
		4'h6: leds = 7'b0000010;  
		4'h7: leds = 7'b1111000;  
		4'h8: leds = 7'b0000000;  
		4'h9: leds = 7'b0010000;  
		4'hA: leds = 7'b0001000;  
		4'hB: leds = 7'b0000011;  
		4'hC: leds = 7'b1000110;  
		4'hD: leds = 7'b0100001;  
		4'hE: leds = 7'b0000110;  
		4'hF: leds = 7'b0001110;  
		default:  leds = 7'b01111111;  
	 endcase
 end
endmodule 
==> ./run.sh <==
#!/bin/bash
# OpenROAD 26Q1-2900-gdf79404cd8, Yosys 0.63+post, stock flow scripts
make -C /OpenROAD-flow-scripts/flow DESIGN_CONFIG=/design/flow/config.mk WORK_HOME=/design/flow/orfs finish
==> ./config.mk <==
export PLATFORM = sky130hd
export DESIGN_NAME = seg7
export DESIGN_NICKNAME = seg7
export VERILOG_FILES = /design/flow/design.v
export SDC_FILE = /design/flow/constraint.sdc
export NUM_CORES = 4
export LEC_CHECK = 1
export CORE_AREA = 10 10 70 70
export DIE_AREA = 0 0 80 80
==> ./constraint.sdc <==
current_design seg7

set clk_period 1.5
set clk_io_pct 0.2

create_clock -name clk0 -period $clk_period

set non_clock_inputs [all_inputs -no_clocks]
set_input_delay [expr $clk_period * $clk_io_pct] -clock clk0 $non_clock_inputs
set_output_delay [expr $clk_period * $clk_io_pct] -clock clk0 [all_outputs]
==> notes.md <==
impl run done, here's what came out: status finished with violations, failing checks negative setup slack, DR vias 326, largest net degree at the start of global routing 6, Tmin final 1.63 ns, wire per inst 9.33 um, drt first pass iters 2, number of global-route vias before repair 337, Highest Clock Rate 613 MHz, floorplan utilization 8.06%, clock buffers 0, yosys cell count 32, switching part of the total 39.7%, leakage power 0.288 nW, Final ANT Viol Nets 0, Peak supply drop 34.7 uV, flop count 0, Clk pwr share 0%, DR iter-0 viols 8, Yosys top cell by instances ha_1, GRT met1 Usage 3.50%, Tot GR Track Use 2.77%, fin. max-slew vios 0, Hold Crit Class in -> out, DIE WIDTH 80 um, hold path depth 4, Commonest cells post-synth ha_1 (7), nor2_1 (5), mux2i_1 (4), inv_1 (3), distinct lib cells 15, max_cap viols 0, Least-Margin Pin Slew 0.147 ns, Final setup viols 3, Hold Vio Cnt, Final 0, CP Capture Type output port, WP data arrival 1.33 ns, met2 Usage GRT 4.98%, post-synthesis cell area 275 um2, Pint 0.0000924 W, setup TNS -0.237 ns, first-pass GRT wire length 1540 um, IO Count 11, Syn Inst Count 32, Synth warnings 1, gr ovfl total 0, Worst Path Max Fanout 4, hold slack 1.07 ns, share of power burned in registers 0%, Setup Crit Path Kind in -> out, count of tool warnings 40, share of layout cells above drive strength 1 70.2%, Residual DRC 0, core area 0.00342 mm2, Synth Area per Inst 8.60 um2, Sequential cell area 0 um2, Die H 80 um, Final Worst Setup Slack -0.130 ns, grt peak-use layer met2, Cell Pwr Density 243 mW/mm2, P&R area growth vs syn 129%, Top cell area share 31.8%, sw power 0.0000610 W, die area 0.00640 mm2, via/cell ratio 3.17, part of the cycle the worst path needs 109%, CP Launch Type input pin, initial antenna violation count 0, Post-Route WL 961 um, met3 Resource Use GR 0.568%, n_diodes 0, worst endpoint required time 1.20 ns, largest area contributor in the netlist ha_1, Logic pwr share 100.0%, biggest area cells ha_1 (32%), mux2i_1 (15%), mux4_1 (9.5%), nor2_1 (6.8%), a22o_1 (6.4%), Yosys Chip Area 275 um2, post-detail-place hpwl 656 um, # hold bufs at CTS 0, sequential fraction of the synthesis area 0%, GPL Wtd Cong 0.839, RSZ-0062 raised after global routing yes, Power Total 0.000153 W, port buffer count 11, Cell Rows 21, Slew headroom 89.9%
## what timing repair did
| action | CTS | global route |
|---|---|---|
| buffers inserted | 3 | 0 |
| cloned | 1 | 0 |
| endpoints found under the hold margin | 0 | 0 |
| endpoints found under the setup margin | 7 | 6 |
| gates resized | 71 | 3 |
| pin swaps | 6 | 4 |
## logic make-up (layout without fill, tap and decap cells)
group	after synthesis	in the layout	share of synthesized area [%]
muxes	6	6	28.2
buffers and inverters	5	30	10.0
adders and majority gates	7	7	31.8
AOI/OAI and AO/OA	6	6	15.5
and+or+nand+nor	8	8	14.5
## layout make-up
cell class         instances  area [um2]
well taps                 46        57.6
repair buffers            27         230
fillers                  380        2790
inverters                  3        26.3
multi-input cells         27         317
## stage by stage
stage / util, % / worst slack [ns] / std cells / area, um2
CTS: 18.6 / -0.134 / 103 / 637
finish: 18.5 / -0.130 / 103 / 631
global placement: 15.1 / -0.993 / 99 / 517
global route: 18.5 / -0.190 / 103 / 631
floorplan: - / 0.0201 / 32 / 275
detailed placement: 15.1 / -1.01 / 99 / 517
## cells in the final DEF, fill, tap and decap left out, types with 2 or more instances in the layout
master    instances
inv_8             2
nor2_1            4
buf_2             6
buf_4             9
mux2i_1           4
a22o_1            2
ha_4              5
buf_6             7
clkbuf_2          2
o21ai_1           2
## path summary, 6_finish.rpt
path / from / endpoint
hold / removal: hex[1] / leds[5]
setup / recovery: hex[1] / leds[6]
## power by group through the flow
stage / registers [W] / clock network (W) / logic, W
5_1_grt: 0 / 0 / 0.000168
6_report: 0 / 0 / 0.000153
4_1_cts: 0 / 0 / 0.000153
## critical path, cell delays in order
cell and delay [ns]:
buf_8 0.11, inv_8 0.06, ha_4 0.13, and2b_2 0.21
or3b_1 0.34, o21ai_1 0.08, buf_2 0.10
## routing by layer
| layer | vias to the layer above | part of all wire [%] |
|---|---|---|
| met5 | - | 0 |
| met4 | 0 | 0 |
| met3 | 0 | 5.3 |
| met2 | 6 | 48 |
| met1 | 158 | 46 |
| li1 | 162 | - |
Power figures rest on the tool's default switching activity, not on a simulated workload.
